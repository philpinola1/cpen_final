File: /design/flow/run.sh
#!/bin/bash
# OpenROAD 26Q1-2900-gdf79404cd8, Yosys 0.63+post, stock flow scripts
make -C /OpenROAD-flow-scripts/flow DESIGN_CONFIG=/design/flow/config.mk WORK_HOME=/design/flow/orfs finish
File: /design/flow/design.v
	module decode(pc_out,op,fc,immed,a_reg_add,b_reg_add,d_reg_add,
			stall_if,stall_pipe,
			ir,pc_in,clock);
		input [0:31] ir,pc_in;
		input clock;
		output [0:31] pc_out,immed;
		output [0:5] op,fc;
		output [0:4] a_reg_add,b_reg_add,d_reg_add;
		output stall_if,stall_pipe;
		reg [0:31] pc_out,immed;
		reg [0:5] op,fc;
		reg [0:4] a_reg_add,b_reg_add,d_reg_add;
		reg stall_if,stall_pipe;
		reg[0:5] prevRegA, prevRegB;
		reg[0:1] counter;
		reg [0:31] temp;
		initial
		begin
			stall_if=0;
			stall_pipe=0;
		end
		always @ (negedge clock)
		begin
			pc_out=pc_in;
			op=ir[0:5];
			fc=ir[26:31];
			if(counter != 0)
				begin
				stall_if = 1'b1;
				stall_pipe = 1'b1;
				counter--;
				end
			else if ( prevRegA == ir[6:10] || prevRegA == ir[11:15] || prevRegB == ir[6:10] || prevRegB == ir[11:15] )	 
				begin
				stall_if = 1'b1;      
				stall_pipe = 1'b1;     
				counter = 2'b11;  
				end
			else 
				begin
					casex (op)
					6'b000000:
					begin
						a_reg_add=ir[6:10];
						b_reg_add=ir[11:15];
						d_reg_add=ir[16:20];
					end
					default
					begin
						a_reg_add=ir[6:10];
						b_reg_add=ir[11:15];
						d_reg_add=ir[11:15];   
						if(ir[16]==0)
							immed={16'b0000000000000000,ir[16:31]};
						else
							immed={16'b1111111111111111,ir[16:31]};
					end
					endcase
		prevRegA = ir[6:10];
		prevRegB = ir[11:15];
				end
		end
	endmodule
File: /design/flow/constraint.sdc
current_design decode

set clk_period 3.9
set clk_io_pct 0.2

create_clock -name clk0 -period $clk_period [get_ports {clock}]

set non_clock_inputs [all_inputs -no_clocks]
set_input_delay [expr $clk_period * $clk_io_pct] -clock clk0 $non_clock_inputs
set_output_delay [expr $clk_period * $clk_io_pct] -clock clk0 [all_outputs]
File: /design/flow/config.mk
export PLATFORM = sky130hd
export DESIGN_NAME = decode
export DESIGN_NICKNAME = decode
export VERILOG_FILES = /design/flow/design.v
export SDC_FILE = /design/flow/constraint.sdc
export NUM_CORES = 4
export LEC_CHECK = 1
export CORE_UTILIZATION = 40
==> flow_results.org <==
#+TITLE: Physical design notes

** Critical path
- Listed in order, past its start point the critical path passes buf_6 > buf_12 > buf_6 > buf_6.
- Slack of the worst reg-to-reg path :: 1.92 ns
- Per STA, the highest per-stage delay on the worst path measures 0.40 ns.
- Critical Path Sink :: immed[0]
- For the worst flop-to-flop path, the logic depth is 7.
- Worst setup path class :: register to output port
- Type of destination of the critical path :: output port
- Endpoint of the worst-slack reg-to-reg timing path :: immed[1]
- At the worst endpoint, the required time is 3.12 ns.
- The arrival time of data at the worst endpoint is listed as 3.22 ns.
- Per the timing report, the most critical flop-to-flop path originates at prevRegA[5].
- Startpoint type of the worst setup path :: register
- Most used cell along the critical path :: sky130_fd_sc_hd__buf_6
- Cell type of the slowest stage on the worst timing path :: sky130_fd_sc_hd__edfxtp_1
- CP max FO :: 4
- Timing startpoint of the critical path :: immed[1]

** Detailed routing
- For this sky-water flow run, the detailed-routed wirelength per cell is reported as 14.0 um.
- Antenna diode count :: 0
- Initial DRC count :: 61
- After detailed routing, the number of vias per cell comes to 4.18.
- Total iterations of the first detailed-routing run :: 4
- Detailed routing inserted a total of 1985 vias.
- Aggregate routed wire length :: 6650 um
- The detail route stage leaves a number of antenna-violating nets equal to 0.
- The DRC violation total left in the routed layout is recorded as 0.

** STA
- From the final report, the count of setup violators was given as 2.
- Setup repair after global routing missed its margin :: yes
- Per the slew report, the remaining headroom to the max-slew limit stands at 75.5%.
- For reference, the final report shows the hold violation count at 0.
- Pins over their slew limit :: 0
- Final Worst Setup Slack :: -0.0983 ns
- The pin closest to its max-slew limit shows a slew of 0.367 ns.
- The most critical hold endpoint after final layout shows a slack of 0.463 ns.
- Clock Skews :: 0.0202 ns

** Status
- The flow ran to the end, but the final reports show violations.
- The final reports fail on negative setup slack.

** Logic synthesis
- Post-synthesis share of cell area spent on full adders, half adders and majority gates :: 0.527%
- Yosys warning total :: 1
- Yosys reports the multiplexer fraction of the synthesized area as 2.37%.
- In the synthesized netlist, the dominant kind of combinational cell is XOR/XNOR gates.
- Yosys stat area :: 0.00237 mm^2
- The mapped netlist covers 0.00237 mm^2.
- Simple Share, Synth :: 2.79%
- Part of the Yosys area used for sequential elements :: 79.7%
- For reference, XOR and XNOR gates occupy 7.38% of the area reported after synthesis.
- Averaged over all synthesized cells, the footprint is 16.8 um^2.
- Distinct lib cells used :: 18
- Number of flip-flops and latches in the synthesized netlist :: 78
- Share of synthesized cell area in and-or and or-and compound cells :: 1.21%
- Number of standard cells reported by yosys :: 141
- Instance count of the mapped netlist :: 141

** Clock network
- The later pin in the worst-skew pair is clocked with a latency of 0.39 ns.
- The clock H-tree reported by CTS has 3 levels.
- Master cell of the clock root buffer :: sky130_fd_sc_hd__clkbuf_8
- Clock edge transition at the registers on the reported setup and hold paths :: 0.04 ns
- The tree built by TritonCTS fans out to 78 sinks.
- Max Root-Sink Buffers :: 2
- TritonCTS built the clock tree.
- Total clock buffers created by CTS :: 9

** Place
- Port-buffer cells :: 157
- Routability Congestion :: 0.843
- DP HPWL :: 4260 um

** Min path
- Path category of the worst min-delay check :: register to register
- The report gives the cell count of the worst hold path as 1.

** Die
- The floorplan has 27 rows.
- The die is 79.0 um wide.
- Die Footprint :: 0.00625 mm^2
- Height of the chip :: 79.0 um
- At the floorplan stage, the core utilization is reported as 42.3%.
- Pin placement for this block handled 158 I/O pins.
- Placeable core region :: 0.00561 mm^2

** Global route
- Overflow left after global routing :: 0
- The number of global-route vias before repair was 2275.
- In the global route stage, overall resource usage came out at 23.0%.
- Wire length of the first global-routing pass :: 10000 um
- Entering global routing, the biggest net connects 14 pins.
- Initial antenna violation count :: 0

** Run
- Max-cap violations :: 0
- Tool Warnings :: 107

** Power and ir drop
- Power density relative to cell area :: 555 mW/mm^2
- The worst VDD IR drop from the latest analysis is 0.501 mV.
- Static leakage :: 2.54 nW

** Layout
- Area delta synth->final :: 101%
- Per the final layout report, the fraction of cells sized above drive strength 1 comes to 23.8%.
- Measured on the finished design, the core utilization comes to 84.9%.
- Leaving out fill and tap cells, the most frequent cells in the layout are 82 x sky130_fd_sc_hd__inv_1, 54 x sky130_fd_sc_hd__clkdlybuf4s50_1, 41 x sky130_fd_sc_hd__dlygate4sd2_1.
- Most used logic cell in the final layout :: sky130_fd_sc_hd__inv_1
kinds of logic (layout without fill, tap and decap cells):
group                    Yosys count  after routing
AND/OR/NAND/NOR                   13             14
flip-flops                        78             78
buffers and inverters             21            282
AND-OR/OR-AND                      3              3
multiplexers                       5              5
adder cells (fa/ha/maj)            1              1
XOR/XNOR                          20             20
state kept, by name, indices dropped and copies added, names as in the netlist:
signal,flops
fc,6
op,6
stall_if,1
b_reg_add,5
prevRegA,5
pc_out,32
immed,16
d_reg_add,5
counter,2
how the worst min path moves through the flow:
| stage | from | end | slack, ns |
|---|---|---|---|
| 5_1_grt | stall_if | stall_if | 0.49 |
| 4_1_cts | stall_if | stall_if | 0.47 |
| 6_report | stall_if | stall_if | 0.46 |
what timing repair did:
action / in CTS / in global routing
setup endpoints to repair: 92 / 86
hold endpoints to repair: 0 / 0
pin swaps: 7 / 8
setup buffers: 18 / 0
gates cloned: 3 / 0
hold buffers: 0 / 0
gates resized: 135 / 66
where the power goes:
group / switching (W) / internal, W
combinational: 0.000220 / 0.000395
sequential: 0.0000382 / 0.00101
clock: 0.000509 / 0.000468
total: 0.000767 / 0.00188
final cells by class:
cell class | count | area, um^2
sequential | 78 | 1900
timing repair buffer | 185 | 1820
clock buffer | 9 | 124
clock inverter | 85 | 387
inverter | 3 | 11.3
tap | 72 | 90.1
fill | 295 | 846
multi-input combinational | 43 | 428
critical path: cells and delay by family (launching register included):
kind	cells	cell delay, ns
buffers and inverters	4	0.48
flip-flops	1	0.40
layer usage:
| metal | vias up | global-route usage, % | part of all wire, % |
|---|---|---|---|
| met5 | - | 0 | 0 |
| met4 | 0 | 9.09 | 1.6 |
| met3 | 8 | 15.3 | 12 |
| met2 | 109 | 34.2 | 50 |
| met1 | 892 | 26.7 | 37 |
| li1 | 976 | - | - |
Yosys cell counts:
| cell type | number | area [um^2] |
|---|---|---|
| sky130_fd_sc_hd__nor4_1 | 1 | 6.26 |
| sky130_fd_sc_hd__xnor2_1 | 15 | 131 |
| sky130_fd_sc_hd__mux2_2 | 5 | 56.3 |
| sky130_fd_sc_hd__ha_1 | 1 | 12.5 |
| sky130_fd_sc_hd__nand2_1 | 3 | 11.3 |
| sky130_fd_sc_hd__a311oi_2 | 1 | 15.0 |
| sky130_fd_sc_hd__nor2_1 | 1 | 3.75 |
| sky130_fd_sc_hd__edfxtp_1 | 33 | 991 |
| sky130_fd_sc_hd__dfxtp_1 | 45 | 901 |
| sky130_fd_sc_hd__nor3_1 | 1 | 5.00 |
| sky130_fd_sc_hd__and2_1 | 1 | 6.26 |
| sky130_fd_sc_hd__xor2_1 | 5 | 43.8 |
| sky130_fd_sc_hd__o22ai_1 | 1 | 6.26 |
| sky130_fd_sc_hd__nand3_1 | 3 | 15.0 |
| sky130_fd_sc_hd__buf_4 | 17 | 128 |
| sky130_fd_sc_hd__nand2b_1 | 3 | 18.8 |
| sky130_fd_sc_hd__inv_1 | 4 | 15.0 |
| sky130_fd_sc_hd__o31ai_1 | 1 | 7.51 |
per-stage QoR:
step                setup TNS, ns  std cells  cell area [um^2]  setup WS (ns)  power (W)
floorplan                  -10.18        141              2390         -0.461    0.00136
global placement           -21.47        362              4000         -0.638    0.00171
detailed placement         -23.20        362              4000         -0.704    0.00171
CTS                        -0.622        476              4670         -0.114    0.00267
global route               -0.785        475              4760         -0.157    0.00285
finish                     -0.195        475              4760        -0.0983    0.00264
Power is estimated from default activity; no workload was simulated.
