==> design/flow/design.v <==
	module regfil(a_data,b_data,
			a_addr,b_addr,c_data,c_addr,wr,clock);
		input [0:31] c_data;
		input [0:4] a_addr,b_addr,c_addr;
		input wr,clock;
		output [0:31] a_data,b_data;
		wire [0:31] a_data,b_data;
		reg [0:31] r[0:31];
		initial
		begin
			r[0]=0;
		end		
		assign a_data=r[a_addr];
		assign b_data=r[b_addr];
		always @ (posedge clock)
		begin
			if (wr)
			begin
				if(c_addr!=0)
					r[c_addr]=c_data;
			end
		end
	endmodule
==> design/flow/run.sh <==
#!/bin/bash
# OpenROAD 26Q1-2900-gdf79404cd8, Yosys 0.63+post, stock flow scripts
make -C /OpenROAD-flow-scripts/flow DESIGN_CONFIG=/design/flow/config.mk WORK_HOME=/design/flow/orfs finish
==> design/flow/config.mk <==
export PLATFORM = sky130hd
export DESIGN_NAME = regfil
export DESIGN_NICKNAME = regfil
export VERILOG_FILES = /design/flow/design.v
export SDC_FILE = /design/flow/constraint.sdc
export NUM_CORES = 4
export LEC_CHECK = 1
export CORE_UTILIZATION = 30
==> design/flow/constraint.sdc <==
current_design regfil

set clk_period 7.5
set clk_io_pct 0.2

create_clock -name clk0 -period $clk_period [get_ports {clock}]

set non_clock_inputs [all_inputs -no_clocks]
set_input_delay [expr $clk_period * $clk_io_pct] -clock clk0 $non_clock_inputs
set_output_delay [expr $clk_period * $clk_io_pct] -clock clk0 [all_outputs]
==> run notes <==
Notes from the flow run.

Outcome:
- The run finished with clean final reports.

Route:
- The run gives the remaining routing DRC violations as 0.
- The run gives the number of detailed-routing iterations run before antenna repair as 5.
- The run puts the detailed-route vias per instance at 5.31.
- The run puts the count of vias placed by the detailed router at 30500.
- The run gives the total length of routed met2 wires as 70.0 mm.
- Per the post-route antenna check, the number of violating nets is 0.
- The run gives the routed length per instance as 26.1 um.
- The run puts the total length of routed wires at 150 mm.
- The run gives the post-route met1 wirelength as 53.5 mm.
- Per the log, the first TritonRoute iteration ended with a DRC count of 1900.
- The run gives the amount of wire on met3 after detailed routing as 21.8 mm.
- The run gives the top layer used by detailed routing as met5.

Clock network:
- The run gives the post-CTS repair timing setup buffer count as 0.
- The run puts the number of buffers between clock root and the deepest sink at 3.
- The run gives the clock root buffer as sky130_fd_sc_hd__clkbuf_16.
- The run gives the number of sinks driven by the clock tree as 1024.
- TritonCTS built the clock tree.
- The run puts the number of buffers created by CTS at 100.
- The number of hold buffers added after CTS was 0.
- The registers of the reported paths see a clock transition of 0.06 ns.
- In this run the number of H-tree levels came out at 3.
- In this run, post-CTS repair resized a total of 0 instances.

Floorplanning:
- The run gives the number of I/O pins as 113.
- The run puts the area enclosed by the die boundary at 0.164 mm^2.
- The run gives the horizontal die size as 405 um.
- The floorplan has 147 rows.
- The run puts the height of the chip at 405 um.
- The run gives the initial core utilization as 30.3%.
- The floorplan step defined a core boundary enclosing 0.161 mm^2.

Logic synthesis:
- The run puts the synthesized netlist cell count at 3386.
- The run gives the simple-gate share of the synthesized area as 4.71%.
- The run puts the number of flops mapped to enable cells by yosys at 1024.
- The run puts the post-synthesis share of cell area spent on and-or and or-and gates at 8.05%.
- The run puts the chip area from the yosys synthesis statistics at 0.0488 mm^2.
- The run gives the main flop type after synthesis as sky130_fd_sc_hd__edfxtp_1.
- The run gives the area fraction in mux cells as 21.0%.
- The run puts the number of synthesis warnings at 1.
- The run puts the adder-cell area share of the yosys netlist at 0%.
- The run gives the average footprint of a synthesized cell as 14.4 um^2.
- The run puts the post-synthesis async set-or-reset flop share at 0%.
- The run puts the part of the Yosys area used for sequential elements at 63.1%.
- Among the non-sequential cells, multiplexers take the most area.
- The synthesized netlist was found by Yosys to have 3386 cells.
- The run puts the fraction of synthesized cell area in xor and xnor cells at 0%.
- Once synthesis finished, the tally of register bits stood at 1024.
- The run gives the post-synth design cell area as 0.0488 mm^2.
- The run puts the number of distinct library cells after synthesis at 24.

Setup path:
- At the worst endpoint, the arrival time is 4.56 ns.
- The run puts the worst endpoint required time at 6.00 ns.
- The worst setup path is launched from an input port.
- The run gives the largest driver fanout on the critical path as 53.
- The worst setup path is of the in -> out kind.
- The worst setup path is captured at an output pin.

STA:
- The run puts the minimum setup slack in the final design at 1.44 ns.
- The run puts the post-layout period usage of the worst path at 80.8%.
- The run puts the final tally of max-slew violations at 0.
- The run puts the transition time at the pin with the least slew margin at 0.919 ns.
- The run puts the final-report setup violation count at 0.
- The run puts the hold slack at 1.62 ns.
- Per the timing report, the achievable frequency comes out to 165 MHz.
- Counting endpoints that fail hold in the final report gives 0.
- The final layout reports a setup TNS of 0 ns.
- The smallest clock period supported by the final layout is computed as 6.06 ns.
- Setup repair after global routing left no endpoint under its margin.
- The run puts the headroom to the max-slew limit at 38.7%.

Flow run:
- The run puts the reported max-cap violation count at 0.
- The run puts the total number of warnings across the stage logs at 26.

Pwr:
- The run gives the maximum ir drop on the vdd rail as 0.206 mV.
- The run gives the leakage component of the power as 20.2 nW.
- Dividing total power by cell area gives a power density of 225 mW/mm^2.

Finish:
- The run puts the filler cell count at 15100.
- The run puts the ratio of cells with drive above 1 in the final layout at 8.84%.
- The run puts the final core area utilization at 34.8%.
- The top cell types in the final layout, fill and taps aside, are sky130_fd_sc_hd__mux2i_1 (1024), sky130_fd_sc_hd__edfxtp_1 (1024), sky130_fd_sc_hd__nand3_1 (194).
- The run gives the area growth from synthesis to layout as 14.7%.
- The run puts the flip-flop count of the largest register, all copies and words added at 1024.

Global route:
- The run puts the initial antenna violation count at 18.
- Per the GRT congestion report, total overflow comes to 0.
- The first global-routing pass estimated 215 mm of wire.
- The run gives the global-route total usage across every layer as 19.1%.
- Entering global routing, the biggest net connects 92 pins.
- The number of global-route vias before repair came to 31700.

Hold path:
- The worst hold path belongs to the class in -> reg.

Placed design:
- The run puts the placed wire-length estimate at 82.2 mm.
- The run gives the worst setup timing slack at the placement stage as 1.49 ns.
- The run puts the placer's final routability congestion estimate at 0.861.
- The run puts the quantity of I/O buffers inserted on ports at 112.
-- worst max-delay path: stages --
cell and delay, ns:
sky130_fd_sc_hd__clkdlybuf4s50_1 0.68, sky130_fd_sc_hd__and2_4 0.69, sky130_fd_sc_hd__buf_12 0.44, sky130_fd_sc_hd__a22o_1 0.18, sky130_fd_sc_hd__nor3_1 0.04, sky130_fd_sc_hd__a31oi_1 0.32
sky130_fd_sc_hd__nand3_1 0.22, sky130_fd_sc_hd__clkdlybuf4s50_1 0.46
-- where the power goes --
| group | switching, mW | total [mW] | internal (mW) |
|---|---|---|---|
| clock | 2.15 | 5.01 | 2.86 |
| sequential | 0.0320 | 6.41 | 6.38 |
| combinational | 0.727 | 1.18 | 0.455 |
-- worst paths after layout --
kind,start,endpoint,depth (start not counted)
worst max-delay path,b_addr[2],b_data[29],8
worst min-delay path,c_data[28],r[30][3]$_DFFE_PP_,2
-- synthesized netlist by cell type (all sizes together), types with 3 or more instances --
cell type	n	area share [%]
nand2	195	1.5
nand3	194	2.0
buf	167	2.5
a21oi	192	2.0
edfxtp	1024	63
nor2	34	0.26
a22o	128	2.3
or3b	3	0.054
nand3b	5	0.077
clkbuf	86	0.69
nor2b	4	0.051
a22oi	192	3.0
mux2i	1024	21
nand2b	4	0.051
nor3	64	0.66
a31oi	64	0.82
-- layer usage --
layer,GRT usage (%),vias to the layer above
met5,0.119,-
met4,4.72,24
met3,12.3,281
met2,29.4,1574
met1,22.6,15100
li1,-,13600
-- area by class of cell --
class	count	area, um^2	area share, %
timing repair buffer	236	2360	4.22
clock inverter	64	613	1.10
antenna	1	2.50	0.00447
sequential	1024	30700	55.0
multi-input combinational	2140	16900	30.2
clock buffer	121	2620	4.69
tap	2160	2700	4.83
-- through the flow --
step | power, mW | instances | cell area [um^2]
after global placement | 7.71 | 5560 | 52700
after global routing | 13.0 | 5745 | 55900
after detailed placement | 7.71 | 5560 | 52700
final | 12.6 | 5746 | 55900
after floorplan | 7.20 | 3417 | 48900
after CTS | 12.7 | 5745 | 55900
-- logic make-up after synthesis --
kind of cell | Yosys count
DFF | 1024
muxes | 1024
other | 1
AOI/OAI and AO/OA | 576
and+or+nand+nor | 508
buffers and inverters | 253
Power and IR drop assume default switching activity.
